[design.v]
module fa_1(A, B, C, S, Cout);
  input [3:0] A;input [3:0] B;input C;
  output [3:0] S, Cout;
  reg S;reg Cout;
  always @(A or B or C)
  begin
    {Cout, S} = A + B + C;
  end
endmodule
[run.sh]
#!/bin/bash
# OpenROAD 26Q1-2900-gdf79404cd8, Yosys 0.63+post, stock flow scripts
make -C /OpenROAD-flow-scripts/flow DESIGN_CONFIG=/design/flow/config.mk WORK_HOME=/design/flow/orfs finish
[config.mk]
export PLATFORM = sky130hd
export DESIGN_NAME = fa_1
export DESIGN_NICKNAME = fa_1
export VERILOG_FILES = /design/flow/design.v
export SDC_FILE = /design/flow/constraint.sdc
export NUM_CORES = 4
export LEC_CHECK = 1
export CORE_AREA = 10 10 70 70
export DIE_AREA = 0 0 80 80
[constraint.sdc]
current_design fa_1

set clk_period 5.0
set clk_io_pct 0.2

create_clock -name clk0 -period $clk_period

set non_clock_inputs [all_inputs -no_clocks]
set_input_delay [expr $clk_period * $clk_io_pct] -clock clk0 $non_clock_inputs
set_output_delay [expr $clk_period * $clk_io_pct] -clock clk0 [all_outputs]
==> GITHUB_STEP_SUMMARY <==
## PnR job results

| Metric | Value |
|---|---|
| Post-synth seq share | 0% |
| MUX share of area | 0% |
| Synth Area in Simple Gates | 7.353% |
| XOR/XNOR Fraction of Synth Area | 10.29% |
| Crit path cell chain | clkdlybuf4s50_1 -> fa_1 -> inv_1 -> fa_1 -> nor2b_1 -> o21ai_0 -> nand2b_1 -> clkdlybuf4s50_1 |
| P&R area growth vs syn | 107.4% |
| Iter 0 DRT Violations | 7 |
| Tmin final | 3.885 ns |
| Max incr delay on CP | 0.48 ns |
| RSZ-0062 raised after global routing | no |
| Number of flip-flops and latches | 0 |
| Ys Warns | 1 |
| Final TNS setup | 0 ns |
| Core Util at FP | 4.982% |
| Yosys stat cell total | 20 |
| # Post-CTS Setup Buffers | 0 |
| HP Class | in2out |
| Arr. time, crit path | 2.89 ns |
| Vias | 159 |
| Non-Filler Instances | 79 |
| Peak Freq | 257.4 MHz |
| Cycle use final | 77.71% |
| Comb area leader | adder cells |
| First-pass GRT wire length | 917 µm |
| Tot Pwr | 0.00003456 W |
| Cell type with the largest total area | fa_1 |
| Most frequent cell after synthesis | inv_1 |
| Peak supply drop | 0.00001780 V |
| Layout cells sized above 1 | 3.030% |
| Finish-stage setup viols | 0 |
| Drt pass-1 iters | 2 |
| Grt total ovfl | 0 |
| Status | finished, final reports clean |
| Cell count after synthesis | 20 |
| Row count | 21 |
| Avg Inst Size Synth | 8.508 µm² |
| PwrDens | 97.95 nW/µm² |
| Cells on Worst Hold Path | 3 |
| Initial antenna violation count | 0 |
| Max-area cell share | 23.53% |
| Fillers | 410 |
| Placer Congestion | 0.7732 |
| Area of the die | 6400 µm² |
| Wire per inst | 7.000 µm |
| Crit path required time | 4.00 ns |
| Count of tool warnings | 32 |
| Library cells used by synthesis | 11 |
| Die X | 80 µm |
| Critical path endpoint category | output pin |
| Hold Buf Count CTS | 0 |
| Reg area | 0 µm² |
| Main area contributors | fa_1 24%, ha_1 22%, buf_4 13% |
| # resized after CTS | 0 |
| Commonest cells in the netlist | 4 x inv_1, 3 x buf_4, 3 x ha_1 |
| Diode count | 0 |
| Port-buffer cells | 14 |
| Clock buf count | 0 |
| CP Class | in2out |
| Leakage | 0.1443 nW |
| Ports | 17 |
| Hold_sp | C |
| Post-DRT Antenna Nets | 0 |
| Pin count of the biggest net entering global routing | 4 |
| Drt drc | 0 |
| Chip Area, Yosys | 170.2 µm² |
| Final Hold Violating Endpoints | 0 |
| All-layer global routing usage | 1.780% |
| Core Area | 3416 µm² |
| CP Max Fanout | 2 |
| Critical Path Source Type | input port |
| Die y size | 80 µm |
| Slowest-stage cell, CP | clkdlybuf4s50_1 |
| Vias in the first global route | 196 |
| AND-OR/OR-AND Cells, Area Fraction | 12.50% |
| Max cap viols | 0 |
| Adders+Majority by Area | 45.59% |
| Inst Count DP | 79 |
| Mapped cell area | 170.2 µm² |
| Placement Setup Slack | 1.095 ns |
| Post-DP HPWL | 533.9 µm |
| Final Max Slew Viols | 0 |
| Hold Crit Endpoint | S[0] |
| Via density | 2.013 |
| Final WS setup | 1.115 ns |
| Final Routed Wirelength | 553 µm |
==> how the worst max path moves through the flow <==
| stage | start | endpoint | slack, ns | cells after the start |
|---|---|---|---|---|
| final | A[0] | Cout[0] | 1.11 | 8 |
| after global routing | B[0] | Cout[0] | 0.97 | 8 |
| after CTS | A[0] | Cout[0] | 1.10 | 8 |
==> cells by family (layout without fill, tap and decap cells) <==
family / Yosys count / count (layout)
other cells: 1 / 3
compound gates: 3 / 3
buf+inv: 7 / 18
simple gates: 2 / 2
fa+ha+maj: 5 / 5
xor+xnor: 2 / 2
==> per-layer routing <==
metal / share of wire [%] / global-route usage, % / up-vias
met1: 52 / 2.646 / 63
met4: 0 / 0 / 0
met5: 0 / 0 / -
met2: 25 / 2.167 / 14
met3: 22 / 1.136 / 0
li1: - / - / 82
==> cell usage in the layout (no fill, tap or decap), drive strengths merged <==
master | Yosys | layout
a21o | 1 | 1
a21oi | 1 | 1
clkdlybuf4s50 | 0 | 14
conb | 1 | 3
fa | 2 | 2
ha | 3 | 3
inv | 4 | 4
nand2b | 1 | 1
nor2b | 1 | 1
o21ai | 1 | 1
xnor2 | 2 | 2
==> through the flow <==
stage / hold WS, ns / utilization, % / instance area (µm²)
after detailed placement: 3.093 / 10.33 / 352.8
final: 3.079 / 10.33 / 352.8
after global placement: 3.089 / 10.33 / 352.8
after floorplan: 2.104 / - / 177.7
after CTS: 3.096 / 10.33 / 352.8
after global routing: 3.108 / 10.33 / 352.8
==> final cells by class <==
cell class,instances,area (µm²),share of cell area [%]
Inverter,4,15.01,4.255
Tap cell,46,57.56,16.31
Timing Repair Buffer,14,140.1,39.72
Multi-Input combinational cell,15,140.1,39.72
==> worst max-delay path, delay by kind of cell <==
family | cells | cell delay (ns)
compound gates | 1 | 0.08
fa+ha+maj | 2 | 0.60
buf+inv | 3 | 1.02
simple gates | 2 | 0.19
==> report_power, final <==
part           switching [W]  internal, W  total (W)
Sequential                 0            0          0
Combinational      0.0000101    0.0000244  0.0000346
Clock                      0            0          0
Total              0.0000101    0.0000244  0.0000346
Power and IR drop assume default switching activity.
