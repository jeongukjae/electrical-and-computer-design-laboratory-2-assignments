$ cat /design/flow/design.v
module piezo(
  rst, clk, btn, piezo, sseg
);
  input rst;
  input clk;
  input [7:0] btn;
  output piezo;
  output [7:0] sseg;
  wire piezo;
  reg [7:0] sseg;
  reg buff;
  reg cnt;
  integer cnt_sound;
  integer times[7:0];
  assign piezo = buff;
  initial begin
    times[0] = 1915;
    times[1] = 2032;
    times[2] = 2272;
    times[3] = 2564;
    times[4] = 2873;
    times[5] = 3048;
    times[6] = 3424;
    times[7] = 3846;
    cnt_sound = 0;
  end
  always @(btn) begin
    if (btn[0]) cnt = 0;
    if (btn[1]) cnt = 1;
    if (btn[2]) cnt = 2;
    if (btn[3]) cnt = 3;
    if (btn[4]) cnt = 4;
    if (btn[5]) cnt = 5;
    if (btn[6]) cnt = 6;
    if (btn[7]) cnt = 7;
  end
  always @(cnt)
    case (cnt)
      0: sseg <= 8'b11111100;
      1: sseg <= 8'b01100000;
      2: sseg <= 8'b11011010;
      3: sseg <= 8'b11110010;
      4: sseg <= 8'b01100110;
      5: sseg <= 8'b10110110;
      6: sseg <= 8'b10111110;
      7: sseg <= 8'b11100000;
    endcase
  always @(posedge clk) begin
    if (~rst) begin
      cnt_sound = 0;
      buff = 0;
    end
    else begin
      if (cnt_sound >= times[cnt]) begin
        cnt_sound = 0;
        buff = ~buff;
      end
      else
        cnt_sound = cnt_sound + 1;
    end
  end
endmodule
$ cat /design/flow/run.sh
#!/bin/bash
# OpenROAD 26Q1-2900-gdf79404cd8, Yosys 0.63+post, stock flow scripts
make -C /OpenROAD-flow-scripts/flow DESIGN_CONFIG=/design/flow/config.mk WORK_HOME=/design/flow/orfs finish
$ cat /design/flow/config.mk
export PLATFORM = sky130hd
export DESIGN_NAME = piezo
export DESIGN_NICKNAME = piezo
export VERILOG_FILES = /design/flow/design.v
export SDC_FILE = /design/flow/constraint.sdc
export NUM_CORES = 4
export LEC_CHECK = 1
export CORE_AREA = 10 10 109 109
export DIE_AREA = 0 0 119 119
$ cat /design/flow/constraint.sdc
current_design piezo

set clk_period 6.3
set clk_io_pct 0.2

create_clock -name clk0 -period $clk_period [get_ports {clk}]

set non_clock_inputs [all_inputs -no_clocks]
set_input_delay [expr $clk_period * $clk_io_pct] -clock clk0 $non_clock_inputs
set_output_delay [expr $clk_period * $clk_io_pct] -clock clk0 [all_outputs]
==> reports/qor.yml <==
setup_path:
  crit_path_cell_trace: "clkdlybuf4s50_1"
  ff2ff_setup_slack_ps: 4180
  critPathMaxStageDelay_ps: 470
  critical_path.startpoint_type: "flip-flop"
  r2r_end: "cnt_sound[25]"
  r2r-start: "cnt_sound[0]"
  critical_path.n_buffers_inverters: 1
  timing.critical_path.arrival_ps: 1090
  worstPathMaxFanout: 3
  crit_required_ps: 5040
  worst_path_dominant_cell_family: "buffers and inverters"
  worst-r2r-cell-count: 8
  worst_setup_path_end_kind: "output pin"
  worst_path_max_delay_cell: "sky130_fd_sc_hd__clkdlybuf4s50_1"
  classification_of_the_worst_setup_path: "flip-flop to output pin"
run:
  warning_total_across_the_stage_logs: 25
  drv_cap: 0
synth:
  enable_flop_cells: 0
  synthTopLogicFamily: "simple AND/OR/NAND/NOR gates"
  synth.yosys.num_cells: 199
  netlist.area_leader.share_pct: 37.8
  yosys-stat-area_sq_um: 1750
  simple_gate_area_share_pct: 32.7
  dominant_synthesized_flop_cell: "sky130_fd_sc_hd__dfxtp_1"
  synth.cellmix.compoundShare_pct: 3.22
  synthTopCellsByArea: "sky130_fd_sc_hd__dfxtp_1 38%, sky130_fd_sc_hd__nor2_1 7.5%, sky130_fd_sc_hd__xnor2_1 7.5%"
  ys_ff: 34
  syn_area_per_cell_sq_um: 8.78
  async_reset_ff_share_pct: 0
  synth_cell_type_count: 39
  synthesis.yosys.warnings: 1
  top_area_cell: "sky130_fd_sc_hd__dfxtp_1"
  synthAdderAreaFrac_pct: 3.58
  syn-cell-area_sq_um: 1750
  syn-instance-count: 199
  synth_xor_xnor_area_share_pct: 14.5
  synth.mux.area_fraction_pct: 0.573
routing:
  antennaDiodeCount: 0
  highest-signal-layer: "met4"
  first_iter_violations: 73
  routed-wl-met3_microns: 111
  vias: 1312
  met1_wire_length_mm: 1.56
  viasPerCell: 3.80
  detail-route-antenna-nets: 0
  drcViolationCount: 0
  final_wl_mm: 3.21
  detail_route.first_pass.iterations: 4
  routed-wl-met2_mm: 1.49
  routedWlPerCell_microns: 9.29
floorplanning:
  io_pins: 19
  fp.dieH_microns: 119
  fp.dieW_microns: 119
  chip_area_sq_um: 14200
  core_sq_um: 9640
  floorplanUtilization_pct: 18.1
  placementRows: 36
final_timing:
  clock-skew-final_ps: 5.01
  endpoints_left_unconstrained: 5
  tightest_slew_ps: 707
  finalHoldViolations: 0
  setup_viol_count_final: 0
  setup-tns-final_ps: 0
  peak_clock_frequency_supported_by_timing_mhz: 426
  grt_setup_unrepaired: "no"
  relative_slew_margins_pct: 52.5
  layout_worst_path_cycle_share_pct: 37.2
  maxSlewViolCount: 0
  unclocked_regs: 1
  timing.final.crit_period_ps: 2350
grt:
  gr-total-overflow: 0
  grt_pass1_wl_mm: 5.49
  grt_pass1_vias: 1228
  grt_max_degree: 31
  antenna_found_initial: 0
  grt_use_total_pct: 4.38
clock_tree:
  htree_num_levels: 2
  clock_path_buffers: 2
  numCtsBuffers: 5
  clock_tree.root_cell: "sky130_fd_sc_hd__clkbuf_8"
  postCtsSetupBuffers: 0
  post_cts_resize_count: 0
  worst_skew_pair.late_latency_ps: 280
  cts_tree: "yes"
  clkSlewWorstSetupHoldPaths_ps: 60
  postCtsHoldBufs: 0
layout:
  layout-drive-gt1-share_pct: 9.43
  layout_top_cell: "sky130_fd_sc_hd__nor2_1"
  stdcell_area_sq_um: 2080
  final_cell_mix: "35 x sky130_fd_sc_hd__nor2_1, 33 x sky130_fd_sc_hd__dfxtp_1, 15 x sky130_fd_sc_hd__xnor2_1"
  finalCoreUtilization_pct: 21.6
  syn_to_layout_area_delta_pct: 19.2
place:
  port_buffers: 14
  hpwlAfterDp_mm: 2.38
  place_area_sq_um: 2000
  gp_congestion: 0.790
outcome:
  status: "finished clean"
hold_path:
  timing.hold.worst_path_depth: 2
  timing.hold.worst.start: "buff"
  min-delay-path-class: "flip-flop to flip-flop"
  end_point_of_the_most_critical_hold_path: "buff"
pwr:
  pwr_density_cell_nw_per_um2: 185
  cellLeakagePower_uw: 0.000708
  peakVddDrop_v: 0.0000929
[area by class of cell]
| type | count | area [sq um] |
|---|---|---|
| timing repair buffer | 15 | 148 |
| tap | 133 | 166 |
| sequential | 34 | 676 |
| multi-input combinational | 148 | 976 |
| inverter | 8 | 30.0 |
| clock buffer | 7 | 86.3 |
| fill | 1065 | 7560 |
[layer usage]
metal | global-route usage (%) | vias up
li1 | - | 689
met1 | 5.91 | 603
met2 | 7.12 | 18
met3 | 1.01 | 2
met4 | 0.763 | 0
met5 | 0 | -
[state kept, by name (all words and copies together) (netlist names)]
name / flops
buff: 1
cnt: 1
cnt_sound: 32
[report_power, final]
part | switching (uW) | internal (uW)
combinational | 7.22 | 8.80
clock | 69.6 | 86.5
sequential | 1.93 | 210
total | 78.8 | 306
[per-stage QoR]
stage	worst slack, ps	hold slack [ps]	instances	power, uW
after floorplan	4450	433	201	226
after global placement	3900	464	338	233
after detailed placement	3880	472	338	233
after CTS	3930	484	345	392
after global routing	3890	505	345	402
final	3950	473	345	385
[cell usage after synthesis (2+ instances only)]
cell	n
sky130_fd_sc_hd__buf_4	7
sky130_fd_sc_hd__and4_1	2
sky130_fd_sc_hd__nand2b_1	2
sky130_fd_sc_hd__ha_1	5
sky130_fd_sc_hd__nor3_1	6
sky130_fd_sc_hd__xor2_1	14
sky130_fd_sc_hd__nor4_1	4
sky130_fd_sc_hd__or4_1	3
sky130_fd_sc_hd__nor4_2	5
sky130_fd_sc_hd__or2_2	2
sky130_fd_sc_hd__and3_1	5
sky130_fd_sc_hd__conb_1	2
sky130_fd_sc_hd__buf_2	3
sky130_fd_sc_hd__nor2_1	35
sky130_fd_sc_hd__nand4_1	5
sky130_fd_sc_hd__nand2_1	14
sky130_fd_sc_hd__dfxtp_1	33
sky130_fd_sc_hd__xnor2_1	15
sky130_fd_sc_hd__inv_1	8
sky130_fd_sc_hd__nand3_1	9
sky130_fd_sc_hd__nor2_2	2
[worst max path at each step]
stage / from / end / slack (ps) / cells after the start
after CTS: buff / piezo / 3930 / 1
after global routing: buff / piezo / 3890 / 1
final: buff / piezo / 3950 / 1
[logic make-up (layout without fill, tap and decap cells)]
family / count (synthesis) / in the layout
other cells: 2 / 4
compound gates: 7 / 7
simple gates: 102 / 102
mux: 1 / 1
latches: 1 / 1
flops: 33 / 33
buf+inv: 19 / 30
fa+ha+maj: 5 / 5
xor+xnor: 29 / 29
Power figures rest on the tool's default switching activity, not on a simulated workload.
