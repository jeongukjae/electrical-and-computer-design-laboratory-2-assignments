--- design/flow/run.sh ---
#!/bin/bash
# OpenROAD 26Q1-2900-gdf79404cd8, Yosys 0.63+post, stock flow scripts
make -C /OpenROAD-flow-scripts/flow DESIGN_CONFIG=/design/flow/config.mk WORK_HOME=/design/flow/orfs finish
--- design/flow/config.mk ---
export PLATFORM = sky130hd
export DESIGN_NAME = Fadder
export DESIGN_NICKNAME = Fadder
export VERILOG_FILES = /design/flow/design.v
export SDC_FILE = /design/flow/constraint.sdc
export NUM_CORES = 4
export LEC_CHECK = 1
export CORE_AREA = 10 10 70 70
export DIE_AREA = 0 0 80 80
--- design/flow/constraint.sdc ---
current_design Fadder

set clk_period 1.9
set clk_io_pct 0.2

create_clock -name clk0 -period $clk_period

set non_clock_inputs [all_inputs -no_clocks]
set_input_delay [expr $clk_period * $clk_io_pct] -clock clk0 $non_clock_inputs
set_output_delay [expr $clk_period * $clk_io_pct] -clock clk0 [all_outputs]
--- design/flow/design.v ---
module Fadder(A, B, S, CO);
  input [3:0] A, B;
  output [3:0] S;
  output CO;
  reg [3:0] S;
  reg CO;
  always @(A or B)
  begin
    S = A + B;
    if ((A + B) > 5'b01111)
      CO = 1'b1;
    else
      CO = 1'b0;
  end
endmodule
==> deck_impl_summary.md <==
Flow Results at a Glance

Run status
  • Outcome: complete, no violations

Drt
  • Pre-antenna DRT Iters: 2
  • DRT antenna net count: 0
  • Diodes inserted: 0
  • First-iteration detailed-routing DRC count: 1
  • DR vias: 143
  • WL per Instance: 7.35 um
  • Vias per cell: 1.99
  • Final WL: 529 um
  • DRC: 0

STA
  • Highest Clock Rate: 537 MHz
  • Pins Over Slew Limit: 0
  • Setup violations, final: 0
  • RSZ-0062 raised after global routing: no
  • Final Worst Setup Slack: 0.0386 ns
  • Worst hold slack: 1.26 ns
  • Final Hold Viols: 0
  • Measured slew at the worst slew-check pin: 0.129 ns
  • Slew margin rel.: 91.4%
  • Final Cycle Share: 98.0%
  • Post-layout minimum cycle time: 1.86 ns
  • Post-Route Setup TNS: 0 ns

Synth
  • Post-synthesis chip area from yosys: 119 um2
  • Seq share, synth: 0%
  • Post-synth top cells: 4 x ha_1, 3 x a21o_1
  • Post-Syn Area: 119 um2
  • Synth top cell by count: ha_1
  • Post-synthesis cell count from yosys: 11
  • Cell Type Count: 6
  • Area leader, netlist: ha_1
  • Top cells, area: ha_1 42%, a21o_1 19%, fa_1 17%
  • Post-Syn Instances: 11
  • Syn Area/Cell: 10.8 um2
  • Yosys warnings: 1
  • Top-area cell share: 42.1%

Hold path
  • Hold-critical path depth: 3
  • Hold Path Origin: A[1]
  • Worst min path class: primary input to output port
  • Worst hold endpoint: S[1]

Worst setup path
  • Worst Path Max Fanout: 2
  • Setup Crit Path Kind: primary input to output port
  • CP startpoint kind: primary input
  • Critical path data required time: 1.52 ns
  • CP Data Arrival Time: 1.48 ns
  • CP Capture Type: output port

Flow run
  • Log Warnings: 33
  • Max-Cap Viols: 0

Place
  • Port Buf Inserts: 13
  • DP Area: 314 um2
  • Place WS: -0.671 ns
  • Dpl hpwl: 459 um
  • Placed Cells: 71
  • RePlAce Congestion: 0.792

Die
  • Core Region: 3420 um2
  • Fp util: 3.48%
  • Die area: 6400 um2
  • Num rows: 21
  • Die x size: 80 um
  • IO Pins: 13
  • Die Ht: 80 um

Finish
  • Core Util, Final: 9.01%
  • Flops: 0
  • Filler cell count: 409
  • Clock buffers: 0
  • Flop area: 0 um2
  • Area grow syn2layout: 159%
  • Final Cell Area: 308 um2
  • Share of layout cells above drive strength 1: 46.2%
  • Final cell count without fillers: 72

Pwr
  • Power Total: 70.5 uW
  • Sequential share of power: 0%
  • Net Switching: 25.0 uW
  • Maximum VDD drop: 0.0277 mV
  • Pwr Density: 229 nW/um2
  • Combinational power share: 100.0%
  • Switch share: 35.5%
  • Leakage: 0.138 nW
  • Int Power: 45.5 uW
  • Clock share of power: 0%

GRT
  • Total GRT Usage: 1.60%
  • Vias in the first global route: 153
  • Initial antenna violation count: 0
  • First-pass GRT wire length: 828 um
  • Largest net degree at the start of global routing: 4
  • Grt ovf: 0
[per-layer routing]
metal,share of wire [%],vias up,GRT usage (%)
met5,0,-,0
met4,0,0,0
met3,29,0,1.70
met2,24,12,1.44
met1,47,60,2.39
li1,-,71,-
[worst max-delay path by stage]
stage,endpoint,slack [ns],depth (start not counted),startpoint
CTS,CO,-0.14,6,B[0]
global route,CO,0.001,5,B[1]
finish,CO,0.04,5,B[1]
[placed cells by master, fill, tap and decap left out, drive strengths merged]
master,netlist,routed
a21o,3,3
a21oi,1,1
buf,0,5
clkbuf,0,3
clkdlybuf4s50,0,3
dlygate4sd2,0,4
fa,1,1
ha,4,4
xnor2,1,1
xor2,1,1
[timing repair]
item	4_1_cts	5_1_grt
pin swaps	5	4
setup buffers	1	0
hold buffers	0	0
gates resized	22	5
endpoints found under the setup margin	5	3
[worst max-delay path, stage by stage]
cell           delay [ns]
dlygate4sd2_1        0.27
fa_2                 0.37
a21o_1               0.19
a21o_1               0.16
buf_2                0.12
[cell families after synthesis]
kind of cell,after synthesis,share of synthesized area (%)
xor+xnor,2,14.7
compound gates,4,26.3
fa+ha+maj,5,58.9
[area by class of cell]
| cell class | count | area (um2) | area share (%) |
|---|---|---|---|
| Tap cell | 46 | 57.6 | 18.7 |
| Multi-Input combinational cell | 11 | 136 | 44.3 |
| Timing Repair Buffer | 15 | 114 | 37.0 |
[power groups by stage]
stage	clock network, mW	registers (mW)	logic (mW)
5_1_grt	0	0	0.0810
6_report	0	0	0.0705
4_1_cts	0	0	0.0750
Power figures rest on the tool's default switching activity, not on a simulated workload.
